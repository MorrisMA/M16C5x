===== config.mk =====
export PLATFORM = sky130hd
export DESIGN_NAME = UART_RXSM
export DESIGN_NICKNAME = UART_RXSM
export VERILOG_FILES = /design/flow/design.v
export SDC_FILE = /design/flow/constraint.sdc
export NUM_CORES = 4
export LEC_CHECK = 1
export CORE_AREA = 10 10 107 107
export DIE_AREA = 0 0 117 117

===== constraint.sdc =====
current_design UART_RXSM

set clk_period 3.3
set clk_io_pct 0.2

create_clock -name clk0 -period $clk_period [get_ports {Clk}]

set non_clock_inputs [all_inputs -no_clocks]
set_input_delay [expr $clk_period * $clk_io_pct] -clock clk0 $non_clock_inputs
set_output_delay [expr $clk_period * $clk_io_pct] -clock clk0 [all_outputs]

===== run.sh =====
#!/bin/bash
# OpenROAD 26Q1-2900-gdf79404cd8, Yosys 0.63+post, stock flow scripts
make -C /OpenROAD-flow-scripts/flow DESIGN_CONFIG=/design/flow/config.mk WORK_HOME=/design/flow/orfs finish

===== design.v =====
`timescale 1ns / 1ps
module UART_RXSM(
    input   Rst,
    input   Clk,
    input   CE_16x,          
    input   Len,             
    input   NumStop,         
    input   ParEn,           
    input   [1:0] Par,       
    input   RxD,             
    output  reg [8:0] RD,    
    output  reg WE_RHR,      
    output  RxWait,          
    output  RxIdle,          
    output  RxStart,         
    output  RxShift,         
    output  RxParity,        
    output  RxStop,          
    output  RxError          
);
localparam pWaitMark  =  0;
localparam pChkMark   =  1;
localparam pIdle      =  3;
localparam pChkStart  =  2;
localparam pShift0    = 10;
localparam pShift1    = 11;
localparam pShift2    =  9;
localparam pShift3    =  8;
localparam pShift4    = 12;
localparam pShift5    = 13;
localparam pShift6    = 15;
localparam pShift7    = 14;
localparam pChkStop1  =  6;
localparam pChkStop2  =  7;
localparam pChkParity =  5;
localparam pRcvError  =  4;
    (* FSM_ENCODING="SEQUENTIAL", 
       SAFE_IMPLEMENTATION="YES", 
       SAFE_RECOVERY_STATE="4'b0" *) reg [3:0] RxSM = pWaitMark;
    reg     [3:0] BCnt;
    reg     [7:0] RSR;
    reg     Err;
assign RxSM_Wait = (  (RxSM == pWaitMark)
                    | (RxSM == pChkMark)
                    | (RxSM == pIdle)
                    | (RxSM == pRcvError) );
assign RxWait   = RxSM_Wait;
assign RxIdle   = (RxSM == pIdle);
assign RxStart  = (RxSM == pChkStart);
assign RxShift  = (  (RxSM == pShift0) 
                   | (RxSM == pShift1) 
                   | (RxSM == pShift2)
                   | (RxSM == pShift3)
                   | (RxSM == pShift4)
                   | (RxSM == pShift5)
                   | (RxSM == pShift6)
                   | (RxSM == pShift7) );
assign RxParity = (RxSM == pChkParity);
assign RxStop   = (RxSM == pChkStop1) | (RxSM == pChkStop2);
assign RxError  = (RxSM == pRcvError);
assign Rst_BCnt = Rst | RxSM_Wait;
always @(posedge Clk)
begin
    if(Rst_BCnt)
         BCnt <= #1 4'b1000;
    else if(CE_16x)
         BCnt <= #1 BCnt + 1;
end
assign TC_BCnt = CE_16x & (BCnt == 4'b1111);
assign CE_RxSM = (RxSM_Wait ? CE_16x : TC_BCnt);
always @(posedge Clk)
begin
    if(Rst)
         RSR <= #1 8'b0;
    else if(CE_RxSM)
        case(RxSM)
            pChkStart :  RSR    <= #1 8'b0; 
            pShift0   :  RSR[0] <= #1 RxD;
            pShift1   :  RSR[1] <= #1 RxD;
            pShift2   :  RSR[2] <= #1 RxD;
            pShift3   :  RSR[3] <= #1 RxD;
            pShift4   :  RSR[4] <= #1 RxD;
            pShift5   :  RSR[5] <= #1 RxD;
            pShift6   :  RSR[6] <= #1 RxD;
            pShift7   :  RSR[7] <= #1 RxD;
            default   :  RSR    <= #1 RSR;
        endcase
end
assign OddPar = ^{RxD, RSR};
assign EvnPar = ~OddPar;
always @(*)
begin
    case(Par)
        2'b00 : Err <= ~OddPar;
        2'b01 : Err <= ~EvnPar;
        2'b10 : Err <=  RxD;
        2'b11 : Err <= ~RxD;
    endcase
end
assign ParErr = Err & (RxSM == pChkParity);
assign CE_RD = CE_RxSM & (((RxSM == pChkStop1) & RxD) | (RxSM == pRcvError));
always @(posedge Clk)
begin
    if(Rst)
         RD <= #1 9'b0;
    else if(CE_RD)
         RD <= #1 {(RxSM == pRcvError), RSR};
end
always @(posedge Clk)
begin
    if(Rst)
         WE_RHR <= #1 1'b0;
    else
         WE_RHR <= #1 CE_RD;
end
always @(posedge Clk)
begin
    if(Rst)
         RxSM <= #1 pWaitMark;
    else if(CE_RxSM)
        case(RxSM)
            pWaitMark  :  RxSM <= #1 ( RxD ? pChkMark 
                                           : pWaitMark);
            pChkMark   :  RxSM <= #1 ( RxD ? pIdle 
                                           : pWaitMark);
            pIdle      :  RxSM <= #1 (~RxD ? pChkStart 
                                           : pIdle);
            pChkStart  :  RxSM <= #1 ( RxD ? pIdle 
                                           : pShift0);
            pShift0    :  RxSM <= #1 pShift1;
            pShift1    :  RxSM <= #1 pShift2;
            pShift2    :  RxSM <= #1 pShift3;
            pShift3    :  RxSM <= #1 pShift4;
            pShift4    :  RxSM <= #1 pShift5;
            pShift5    :  RxSM <= #1 pShift6;
            pShift6    :  RxSM <= #1 (Len    ? pChkParity 
                                             : pShift7);
            pShift7    :  RxSM <= #1 (ParEn  ? pChkParity
                                             : (NumStop ? pChkStop2 
                                                        : pChkStop1));
            pChkParity :  RxSM <= #1 (ParErr ? pRcvError 
                                             : (NumStop ? pChkStop2 
                                                        : pChkStop1));
            pChkStop2  :  RxSM <= #1 (RxD ? pChkStop1 
                                          : pRcvError);
            pChkStop1  :  RxSM <= #1 (RxD ? pIdle 
                                          : pRcvError);
            pRcvError  :  RxSM <= #1 pWaitMark;
            default    :  RxSM <= #1 pWaitMark;
        endcase
end
endmodule

==> flow_summary.json <==
{
  "status": "finished, final reports clean",
  "fmax_ghz": 0.369,
  "ys_chip_area_mm2": 0.00142,
  "setup_viol": 0,
  "ff2ff_path_depth": 6,
  "ff_type": "dfxtp_1",
  "cts.sinks": 26,
  "path_clk_slew_ps": 90,
  "fillers": 1008,
  "chipArea_mm2": 0.0137,
  "finalClockSkew_ps": 7.75,
  "drt_pre_antenna_iters": 4,
  "r2r-start": "RxSM[3]",
  "drv_slew": 0,
  "die_y_um": 117,
  "yosys_warnings": 9,
  "cp_slowest_cell": "dfxtp_1",
  "ys.flops": 26,
  "wl_per_cell_um": 12.3,
  "cts_root_buf": "clkbuf_8",
  "leakage_nw": 0.649,
  "dp.cells": 299,
  "cts_tree": "done",
  "rows": 35,
  "syn-cell-area_mm2": 0.00142,
  "pwr-share-seq_pct": 56.4,
  "drt_iter0_markers": 93,
  "switching_power_mw": 0.127,
  "antenna_found_initial": 0,
  "tightest_slew_ps": 786,
  "hold_violations": 0,
  "ff2ff_setup_slack_ps": 930,
  "synthToLayoutAreaGrowth_pct": 27.6,
  "r2r_end": "RD[6]",
  "holdBufCountCts": 0,
  "crit_end": "RxStart",
  "critPathKind": "reg2out",
  "cts_max_level": 1,
  "post_cts_buffers": 0,
  "core_area_mm2": 0.00920,
  "fin_tns_setup_ps": 0,
  "start_kind": "flip-flop",
  "gp_congestion": 0.859,
  "async_flop_share_pct": 0,
  "arrival_ps": 2050,
  "edf_count": 0,
  "drc": 0,
  "comb_power_share_pct": 7.2,
  "finalCriticalPeriod_ps": 2710,
  "cp_slowest_stage_delay_ps": 570,
  "vias_per_cell": 4.28,
  "synth_area_per_cell_um2": 8.07,
  "clock.latency.late_pin_ps": 270,
  "max-cap-violations": 0,
  "cts-buffers-inserted": 3,
  "crit_cells": 3,
  "ios": 26,
  "crit_fanout": 23,
  "tool_warnings": 25,
  "dpl_cell_area_mm2": 0.00176,
  "clk_path_buf_depth": 2,
  "grt_max_degree": 26,
  "pwr_density_cell_mw_per_mm2": 313,
  "finalNonFillerCells": 303,
  "fp.dieW_um": 117,
  "wl_um": 3730,
  "fin_crit_sh_pct": 82.2,
  "syn_inst": 176,
  "crit_path_start": "RxSM[3]",
  "fin_area_mm2": 0.00181,
  "crit_path_cell_trace": "or2_2, nor2_1, clkdlybuf4s50_1",
  "grt_pass1_vias": 1279,
  "fp_util_pct": 15.4,
  "rsz0062_at_grt": "no",
  "ant_nets": 0,
  "yosys.cell_types.count": 41,
  "p_sw_share_pct": 22.4,
  "hpwlAfterDp_um": 2850,
  "slew_headroom_pct": 47.5,
  "grt_overflow": 0,
  "grt_pass1_wl_um": 6270,
  "drive_above_1_share_pct": 4.69,
  "cts_resized": 0,
  "internal_power_mw": 0.440,
  "synth_stat.cells": 176,
  "min_path_type": "reg2reg",
  "cp_num_buf_inv": 1,
  "p_clk_share_pct": 36.5,
  "cp.required_ps": 2640,
  "ys_seq_share_pct": 36.7,
  "grt_use_total_pct": 5.56,
  "portBuffers": 25,
  "endpoint_kind": "output port",
  "antenna_cells": 0,
  "peakVddDrop_v": 0.000127,
  "num_vias": 1297,
  "cp_top_family": "simple AND/OR/NAND/NOR gates"
}
worst min-delay path, stage by stage, from the launching register on:
cell and delay, ps:
dfxtp_1 340, o41ai_1 60, a21oi_1 50
metrics by stage:
stage / power [mW] / hold slack (ps) / setup WS (ps) / util (%)
2_1_floorplan: 0.349 / 440 / 1550 / -
3_3_place_gp: 0.368 / 491 / 777 / 19.1
3_5_place_dp: 0.368 / 490 / 737 / 19.1
4_1_cts: 0.571 / 506 / 559 / 19.7
5_1_grt: 0.591 / 525 / 438 / 19.7
6_report: 0.568 / 498 / 589 / 19.7
cell usage after synthesis (all sizes together) (3+ instances only):
master,instances,area share [%]
nand3,6,2.1
buf,4,1.6
a22oi,4,2.1
o21ai,6,2.1
and2,6,2.6
a21oi,8,2.8
xnor2,12,7.4
dfxtp,26,37
nand2,12,3.2
o22ai,3,1.3
nor2,30,7.9
mux2i,10,7.0
clkbuf,10,2.6
nor3,3,1.1
inv,4,1.1
worst min-delay path by stage:
stage       from  endpoint  slack, ps  cells past startpoint
4_1_cts   RSR[3]    RSR[3]        510                      2
5_1_grt   RSR[3]    RSR[3]        530                      2
6_report  RSR[3]    RSR[3]        500                      2
layout make-up:
type | count | area [µm²] | area share, %
repair buffers | 26 | 258 | 14.2
multi-input cells | 132 | 825 | 45.5
inverters | 4 | 15.0 | 0.829
clock buffers | 4 | 55.1 | 3.04
well taps | 111 | 139 | 7.67
flip-flops and latches | 26 | 520 | 28.7
logic make-up (layout without fill, tap and decap cells):
group	count (synthesis)	in the layout	share of synthesized area, %
AOI/OAI and AO/OA	36	36	17.4
xor gates and xnor gates	14	14	8.63
adders and majority gates	1	1	0.881
buffers and inverters	18	34	5.29
DFF	26	26	36.7
muxes	11	11	7.84
and+or+nand+nor	70	70	23.3
placed cells by master, fill, tap and decap left out, types with 3 or more instances in the layout:
cell type	count
nor2_1	30
dfxtp_1	26
clkdlybuf4s50_1	25
nand2_1	12
xnor2_1	12
mux2i_1	10
a21oi_1	8
and2_1	6
nand3_1	6
o21ai_0	5
inv_1	4
a22oi_1	4
clkbuf_8	4
nor3_1	3
o22ai_1	3
power by group through the flow:
stage | registers [mW] | logic [mW] | clock network [mW]
5_1_grt | 0.320 | 0.0452 | 0.225
6_report | 0.320 | 0.0408 | 0.207
4_1_cts | 0.320 | 0.0407 | 0.210
per-layer routing:
layer | global-route usage [%] | vias up | part of all wire (%)
met3 | 0.826 | 2 | 6.3
met1 | 7.01 | 612 | 42
li1 | - | 652 | -
met4 | 0.988 | 0 | 1.4
met2 | 9.90 | 31 | 50
met5 | 0 | - | 0
flip-flops by register name (all words and copies together), names as in the netlist:
signal,count
RD,9
RSR,8
WE_RHR,1
RxSM,4
BCnt,4
Power and IR drop assume default switching activity.
