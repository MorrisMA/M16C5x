`design.v`:
```
`timescale 1ns / 1ps
module UART_TXSM(
    input   Rst,
    input   Clk,
    input   CE_16x,          
    input   Len,             
    input   NumStop,         
    input   ParEn,           
    input   [1:0] Par,       
    input   TF_EF,           
    input   [7:0] THR,       
    output  reg TF_RE,       
    input   CTSi,            
    output  reg TxD,         
    output  TxIdle,          
    output  TxStart,         
    output  TxShift,         
    output  TxStop           
);
localparam  pIdle       =  0;    
localparam  pStopDelay  =  1;    
localparam  pStartDelay =  2;    
localparam  pUnused     =  3;    
localparam  pStartBit   = 10;    
localparam  pShift0     = 11;    
localparam  pShift1     =  9;    
localparam  pShift2     =  8;    
localparam  pShift3     = 12;    
localparam  pShift4     = 13;    
localparam  pShift5     = 15;    
localparam  pShift6     = 14;    
localparam  pShift7     =  6;    
localparam  pParityBit  =  4;    
localparam  pStopBit2   =  5;    
localparam  pStopBit1   =  7;    
    reg     [3:0] Bit;       
    reg     CE_BCnt;         
    wire    Odd, Evn;        
    reg     ParBit;          
    reg     [8:0] TSR;       
    (* FSM_ENCODING="SEQUENTIAL", 
       SAFE_IMPLEMENTATION="YES", 
       SAFE_RECOVERY_STATE="4'b0" *) 
    reg [3:0] TxSM = pIdle;  
assign TxIdle  = (TxSM == pIdle);        
assign TxStop  = (TxSM == pStopDelay);   
assign TxStart = (TxSM == pStartDelay);  
assign TxShift = (TxSM[3] | TxSM[2]);    
assign CE_TxSM = (TxIdle ? CE_16x : CE_BCnt);
assign Ld_TSR = CE_TxSM & ~TF_EF & CTSi
                & (  (TxSM == pStartDelay)
                   | (TxSM == pStopBit1)
                   | (TxSM == pStopDelay) );
always @(posedge Clk)
begin
    if(TxIdle)
        TF_RE <= #1 1'b0;
    else
        TF_RE <= #1 Ld_TSR;
end
assign Evn = ((Len) ? ^{1'b0, THR[6:0]} : ^THR);
assign Odd = ~Evn;
always @(*)
begin
    case(Par)
        2'b00 : ParBit <= Odd;   
        2'b01 : ParBit <= Evn;   
        2'b10 : ParBit <= 0;     
        2'b11 : ParBit <= 1;     
    endcase
end
always @(posedge Clk)
begin
    if(TxIdle)
        TSR <= #1 9'b1_1111_1111;
    else if(Ld_TSR)
        TSR <= #1 {ParBit, THR[7:0]};
end
always @(posedge Clk)
begin
    if(Rst)
        #1 TxD <= 1;
    else case(TxSM)
        pStartBit   : #1 TxD <= 0;
        pShift0     : #1 TxD <= TSR[0];
        pShift1     : #1 TxD <= TSR[1];
        pShift2     : #1 TxD <= TSR[2];
        pShift3     : #1 TxD <= TSR[3];
        pShift4     : #1 TxD <= TSR[4];
        pShift5     : #1 TxD <= TSR[5];
        pShift6     : #1 TxD <= TSR[6];
        pShift7     : #1 TxD <= TSR[7];
        pParityBit  : #1 TxD <= TSR[8];
        default     : #1 TxD <= 1;
    endcase
end
always @(posedge Clk)
begin
    if(TxIdle)
        Bit <= #1 4'b0;
    else if(CE_16x)
        Bit <= #1 Bit + 1;
end
always @(posedge Clk)
begin
    if(TxIdle)
        CE_BCnt <= #1 0;
    else
        CE_BCnt <= #1 CE_16x & (Bit == 4'b1111);
end
always @(posedge Clk)
begin
    if(Rst)
        #1 TxSM <= pIdle;
    else if(CE_TxSM)
        case(TxSM)
            pIdle       : TxSM <= #1 ((TF_EF) ? pIdle 
                                              : pStartDelay);
            pStartDelay : TxSM <= #1 ((TF_EF) ? pIdle
                                              : ((CTSi) ? pStartBit 
                                                        : pStartDelay));
            pStartBit   : TxSM <= #1 pShift0;
            pShift0     : TxSM <= #1 pShift1;
            pShift1     : TxSM <= #1 pShift2;
            pShift2     : TxSM <= #1 pShift3;
            pShift3     : TxSM <= #1 pShift4;
            pShift4     : TxSM <= #1 pShift5;
            pShift5     : TxSM <= #1 pShift6;
            pShift6     : TxSM <= #1 ((Len)   ? pParityBit
                                              : pShift7   );
            pShift7     : TxSM <= #1 ((ParEn) ? pParityBit
                                              : ((NumStop) ? pStopBit2
                                                           : pStopBit1));
            pParityBit  : TxSM <= #1 ((NumStop) ? pStopBit2
                                                : pStopBit1);
            pStopBit2   : TxSM <= #1 pStopBit1;
            pStopBit1   : TxSM <= #1 ((TF_EF) ? pStopDelay
                                              : pStartBit );
            pStopDelay  : TxSM <= #1 ((TF_EF) ? pIdle
                                              : ((CTSi) ? pStartBit
                                                        : pStartDelay));
            pUnused     : TxSM <= #1 pIdle;
        endcase 
end
endmodule
```
`run.sh`:
```
#!/bin/bash
# OpenROAD 26Q1-2900-gdf79404cd8, Yosys 0.63+post, stock flow scripts
make -C /OpenROAD-flow-scripts/flow DESIGN_CONFIG=/design/flow/config.mk WORK_HOME=/design/flow/orfs finish
```
`config.mk`:
```
export PLATFORM = sky130hd
export DESIGN_NAME = UART_TXSM
export DESIGN_NICKNAME = UART_TXSM
export VERILOG_FILES = /design/flow/design.v
export SDC_FILE = /design/flow/constraint.sdc
export NUM_CORES = 4
export LEC_CHECK = 1
export CORE_AREA = 10 10 98 98
export DIE_AREA = 0 0 108 108
```
`constraint.sdc`:
```
current_design UART_TXSM

set clk_period 4.3
set clk_io_pct 0.2

create_clock -name clk0 -period $clk_period [get_ports {Clk}]

set non_clock_inputs [all_inputs -no_clocks]
set_input_delay [expr $clk_period * $clk_io_pct] -clock clk0 $non_clock_inputs
set_output_delay [expr $clk_period * $clk_io_pct] -clock clk0 [all_outputs]
```
==> out/qor.txt <==
Pre-Place Util -> 14.4%
CTS H-tree depth -> 1
initial antenna violation count -> 0
Synth Cell Area -> 1100 um2
Yosys reg bits -> 20
Final Setup Violations -> 0
tally of OpenROAD warnings -> 25
Clk pwr share -> 42.7%
FILL cells -> 830
Final Skew -> 0.000757 ns
row cnt -> 32
setup repair bufs after CTS -> 0
Synth top cells by count -> dfxtp_1, nand2_1, mux2i_1, nor2_1, o21ai_0
crit share post-route -> 70.5%
total negative slack -> 0 ns
vias in the first global route -> 909
Hold WS -> 0.453 ns
Max clock buf depth -> 2
r2r setup slk -> 2.00 ns
Yosys top cell by instances -> dfxtp_1
CP startpoint kind -> flop
Top delay family on crit path -> buffers and inverters
core area -> 7650 um2
Final ANT Viol Nets -> 0
Slowest-stage cell, CP -> or4_4
Post-synth EDFFs -> 0
fraction of registers with async set/reset -> 0%
Avg Vias per Cell -> 3.55
Dominant cell area share -> 36.4%
final WL -> 2640 um
Iteration-0 DRC Markers -> 64
Buf/Inv on CP -> 2
worst setup slack after layout -> 1.27 ns
DR vias -> 884
Worst VDD drop -> 0.152 mV
power share of the combinational group -> 13.7%
PD cells -> 299 nW/um2
CP cell instances -> or4_4 -> inv_1 -> clkdlybuf4s50_1
critical setup path kind -> flop to primary output
chip area in the Yosys report -> 1100 um2
Switch Pwr -> 94.9 uW
Pwr Total -> 443 uW
CTS Sinks -> 20
clock latency on the worst-skew pair -> 0.26 ns
Yosys cell types -> 35
Ys Warns -> 3
leakage -> 0.473 nW
cts hold-fix bufs -> 0
Worst-Margin Slew -> 0.632 ns
# IOs -> 24
Root Buffer -> clkbuf_8
First-pass DRT Iterations -> 4
Int Power -> 348 uW
Layout area overhead -> 34.4%
top cells, area -> dfxtp_1, mux2i_1, nand2_1
fin crit period -> 3.03 ns
GPL Wtd Cong -> 0.812
GRT Util Overall -> 4.81%
CP required -> 3.44 ns
WL/cell -> 10.6 um
Cells after Synth -> 129
pre-CTS setup slack -> 1.56 ns
max-cap violations -> 0
switching fraction of total power -> 21.4%
Sequential Power Share -> 43.6%
Hold Crit Class -> flop to flop
largest net degree at the start of global routing -> 23
Yosys top cell by area -> dfxtp_1
DP HPWL -> 1980 um
diode count -> 0
Slew Viols, Final -> 0
layout cells sized above 1 -> 6.12%
CTS buffer count -> 3
max frequency -> 330 MHz
Worst path depth -> 3
die height -> 108 um
Hold Path Cell Cnt -> 2
global-route wire length before repair -> 4570 um
final number of hold-violating endpoints -> 0
slew margin rel. -> 57.8%
RSZ-0062 raised after global routing -> false
status -> completed
CP Capture Type -> primary output
CP max FO -> 19
yosys stat cell total -> 129
die width -> 108 um
clk slew on worst S/H paths -> 0.08 ns
crit path DAT -> 2.17 ns
post-CTS resize count -> 0
PortBufs -> 23
R2R cell count -> 5
Residual DRC -> 0
register area share after synthesis -> 36.4%
die area -> 11700 um2
final core occ -> 19.4%
Main synth FF type -> dfxtp_1
grt total ovfl -> 0
Crit path largest cell delay -> 0.69 ns
syn_area_per_cell -> 8.54 um2
CTS tree -> yes
worst paths after layout:
| check | from | to |
|---|---|---|
| max | TxSM[0] | TxIdle |
| min | Bit[3] | CE_BCnt |
| max reg2reg | TxSM[0] | TSR[2] |
| min reg2reg | Bit[3] | CE_BCnt |
metrics by stage:
step	instances	cell area (um2)
after floorplan	129	1100
after global placement	245	1410
after detailed placement	245	1410
after CTS	249	1480
after global routing	249	1480
final	249	1480
logic make-up (layout without fill, tap and decap cells):
group	after synthesis	count (layout)	share of synthesized area [%]
compound gates	27	27	14.9
xor+xnor	10	10	9.20
fa+ha+maj	1	1	1.14
buf+inv	11	29	5.23
flops	20	20	36.4
mux	13	13	12.0
simple gates	47	47	21.1
power by group through the flow:
stage	clock network, mW	registers (mW)	logic, mW
4_1_cts	0.194	0.193	0.0614
5_1_grt	0.201	0.194	0.0679
6_report	0.189	0.193	0.0608
tightest hold or removal path: cells and delay by family (launching register included):
kind,cells,cell delay (ns)
and+or+nand+nor,2,0.09
DFF,1,0.32
cell type report:
| class | instances | area, um2 | area share (%) |
|---|---|---|---|
| clock inverters | 1 | 30.0 | 2.03 |
| well taps | 102 | 128 | 8.62 |
| repair buffers | 23 | 230 | 15.6 |
| flip-flops and latches | 20 | 400 | 27.0 |
| clock buffers | 3 | 41.3 | 2.79 |
| inverters | 2 | 7.51 | 0.507 |
| multi-input cells | 98 | 643 | 43.4 |
per-layer routing:
layer  track usage, %  up-vias  share of wire (%)  routed length, um
met1             7.60      366                 59               1550
met5                0        -                  0                  0
met3             1.75        2                6.4                170
li1                 -      488                  -                  -
met4            0.286        0               0.38                 10
met2             6.29       28                 34                909
state kept, by name, summed over array words and instances (netlist names):
signal   cells
TF_RE        1
Bit          4
CE_BCnt      1
TSR          9
TxSM         4
TxD          1
placed cells by master (no fill, tap or decap), drive strengths merged, types with 3 or more instances in the layout:
cell type / n
nor2: 11
a21oi: 7
clkdlybuf4s50: 23
dfxtp: 20
nor3: 4
o21ai: 10
or3: 3
nand2: 17
clkbuf: 3
xnor2: 7
nand2b: 3
mux2i: 11
Power is estimated from default activity; no workload was simulated.
